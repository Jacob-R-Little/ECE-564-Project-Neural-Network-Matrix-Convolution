### flow/design.v
module MyDesign (
	input	wire dut_run	, 
	output	reg dut_busy	,
	input	wire reset_b	,  
	input	wire clk	,
	output reg        input_sram_write_enable	,
	output reg [11:0] input_sram_write_addresss	,
	output reg [15:0] input_sram_write_data		,
	output reg [11:0] input_sram_read_address	,
	input wire [15:0] input_sram_read_data		,
	output reg        output_sram_write_enable	,
	output reg [11:0] output_sram_write_addresss	,
	output reg [15:0] output_sram_write_data	,
	output reg [11:0] output_sram_read_address	,
	input wire [15:0] output_sram_read_data		,
	output reg        scratchpad_sram_write_enable		,
	output reg [11:0] scratchpad_sram_write_addresss	,
	output reg [15:0] scratchpad_sram_write_data		,
	output reg [11:0] scratchpad_sram_read_address		,
	input wire [15:0] scratchpad_sram_read_data		,
	output reg        weights_sram_write_enable	,
	output reg [11:0] weights_sram_write_addresss	,
	output reg [15:0] weights_sram_write_data	,
	output reg [11:0] weights_sram_read_address	,
	input wire [15:0] weights_sram_read_data
);
reg [2:0] state;
reg [5:0] N_1;	 
reg [11:0] frame_pointer;
reg [3:0] counter;
reg [5:0] row;
reg [5:0] col;
reg signed [7:0] IN_REG [0:15];
reg signed [7:0] K_REG [0:8];
reg signed [19:0] MAC [0:3];
reg signed [7:0] OUT_REG;
reg OUT_wait;
reg [2:0] next_state;
wire [5:0] frame_offset [0:2];
wire frame_offset_1;
wire signed [15:0] mult [0:3];
wire signed [19:0] pool_mid [0:1];
wire signed [19:0] pool_out;
wire signed [19:0] ReLU_mid;
wire signed [7:0] ReLU_out;
integer i;
parameter
	S_reset = 3'd0,
	S_read_K = 3'd1,
	S_get_N = 3'd2,
	S_read_IN = 3'd3,
	S_update_pos = 3'd4,
	S_MAC = 3'd5,
	S_OUT = 3'd6,
	S_update_FP = 3'd7;
always@(*)
begin
	casex(state)
		S_reset:
			if (dut_run) next_state = S_read_K;
			else next_state = S_reset;
		S_read_K:
			if (counter == 5) next_state = S_get_N;
			else next_state = S_read_K;
		S_get_N:
			if (counter < 1) next_state = S_get_N;
			else if (input_sram_read_data == 16'hFFFF) next_state = S_reset;
			else next_state = S_read_IN;
		S_read_IN:
			if (((col != 0) && (counter == 4)) || (counter == 8)) next_state = S_update_pos;
			else next_state = S_read_IN;
		S_update_pos:
			next_state = S_MAC;
		S_MAC:
			if (counter == 8) next_state = S_OUT;
			else next_state = S_MAC;
		S_OUT:
			next_state = S_update_FP;
		S_update_FP:
			if ((row == 0) && (col == 0)) next_state = S_get_N;
			else next_state = S_read_IN;
	endcase
	input_sram_write_enable = 0;
	weights_sram_write_enable = 0;
	output_sram_write_enable = 1;
	weights_sram_read_address = counter;
	if (state == S_reset) input_sram_read_address = 0;
	else if (next_state == S_get_N) input_sram_read_address = frame_pointer;
	else input_sram_read_address = frame_pointer + frame_offset[0] + frame_offset[1] + frame_offset[2] + frame_offset_1;
end
always@(posedge clk)
begin
	if (!reset_b) state <= S_reset;
	else state <= next_state;
	if (state == S_reset) dut_busy <= 0;
	else dut_busy <= 1;
	if (state == next_state) counter <= counter + 1;
	else counter <= 0;
	if (state == S_read_K)
	begin
		if ((counter > 0) && (counter < 5))
		begin
			K_REG[(counter - 1) << 1] = weights_sram_read_data[15:8];
			K_REG[((counter - 1) << 1) + 1] = weights_sram_read_data[7:0];
    		end
		else if (counter == 5) K_REG[(counter - 1) << 1] = weights_sram_read_data[15:8];
	end
	if (state == S_get_N) N_1 <= input_sram_read_data[6:0] >> 1;
	if ((state == S_read_IN) && (counter > 0))
	begin
		if (col == 0)
		begin
			IN_REG[(counter - 1) << 1] = input_sram_read_data[15:8];
			IN_REG[((counter - 1) << 1) + 1] = input_sram_read_data[7:0];
		end
		else
		begin
			IN_REG[((counter - 1) << 2)] = IN_REG[((counter - 1) << 2) + 2];
			IN_REG[((counter - 1) << 2) + 1] = IN_REG[((counter - 1) << 2) + 3];
			IN_REG[((counter - 1) << 2) + 2] = input_sram_read_data[15:8];
			IN_REG[((counter - 1) << 2) + 3] = input_sram_read_data[7:0];
		end
	end
	if (state == S_reset)
	begin
		row <= 0;
		col <= 0;
	end
	if (state == S_update_pos)
	begin
		if ((row == (N_1 - 2)) && (col == (N_1 - 2))) row <= 0;
		else if (col == (N_1 - 2)) row <= row + 1;
		else row <= row;
		if (col == (N_1 - 2)) col <= 0;
		else col <= col + 1;
	end
	if (state == S_MAC)
		for (i = 0; i < 4; i = i + 1) MAC[i] <= MAC[i] + mult[i];
	else
		for (i = 0; i < 4; i = i + 1) MAC[i] <= 0;
	if (state == S_reset)
	begin
		output_sram_write_data <= 0;
		output_sram_write_addresss <= -1;
		OUT_REG <= 0;
		OUT_wait <= 0;
	end
	else if (state == S_OUT)
	begin
		if (OUT_wait)
		begin
			output_sram_write_data <= {OUT_REG, ReLU_out};
			output_sram_write_addresss <= output_sram_write_addresss + 1;
			OUT_REG <= 0;
			OUT_wait <= 0;
		end
		else if ((row == 0) && (col == 0))
		begin
			output_sram_write_data <= {ReLU_out, 8'd0};
			output_sram_write_addresss <= output_sram_write_addresss + 1;
			OUT_REG <= 0;
			OUT_wait <= 0;
		end
		else
		begin
			output_sram_write_data <= output_sram_write_data;
			OUT_REG <= ReLU_out;
			OUT_wait <= 1;
		end
	end
	if (state == S_reset) frame_pointer <= 0;
	else if (state == S_get_N && counter == 0) frame_pointer <= frame_pointer + 1;
	else if (state == S_update_FP)
	begin
		if ((row == 0) && (col == 0)) frame_pointer <= frame_pointer + N_1 + N_1 + N_1 + 2;
		else if (col == 0) frame_pointer <= frame_pointer + N_1 + 2;
		else frame_pointer <= frame_pointer + 1;
	end
end
assign frame_offset[0] = ((col == 0) ? (counter > 1) : (counter > 0)) ? N_1 : 0;
assign frame_offset[1] = ((col == 0) ? (counter > 3) : (counter > 1)) ? N_1 : 0;
assign frame_offset[2] = ((col == 0) ? (counter > 5) : (counter > 2)) ? N_1 : 0;
assign frame_offset_1 = (col != 0) ? 1 : counter[0];
assign mult[0] = IN_REG[counter +     (counter > 2) + (counter > 5)] * K_REG[counter];
assign mult[1] = IN_REG[counter + 1 + (counter > 2) + (counter > 5)] * K_REG[counter];
assign mult[2] = IN_REG[counter + 4 + (counter > 2) + (counter > 5)] * K_REG[counter];
assign mult[3] = IN_REG[counter + 5 + (counter > 2) + (counter > 5)] * K_REG[counter];
assign pool_mid[0] = (MAC[0] > MAC[1]) ? MAC[0] : MAC[1];
assign pool_mid[1] = (MAC[2] > MAC[3]) ? MAC[2] : MAC[3];
assign pool_out = (pool_mid[0] > pool_mid[1]) ? pool_mid[0] : pool_mid[1];
assign ReLU_mid = (pool_out < 8'sd0) ? 8'sd0 : pool_out; 
assign ReLU_out = (ReLU_mid > 8'sd127) ? 8'sd127 : ReLU_mid;
endmodule
### flow/config.mk
export PLATFORM = sky130hd
export DESIGN_NAME = MyDesign
export DESIGN_NICKNAME = MyDesign
export VERILOG_FILES = /design/flow/design.v
export SDC_FILE = /design/flow/constraint.sdc
export NUM_CORES = 4
export LEC_CHECK = 1
export CORE_UTILIZATION = 40
### flow/constraint.sdc
current_design MyDesign

set clk_period 20.2
set clk_io_pct 0.2

create_clock -name clk0 -period $clk_period [get_ports {clk}]

set non_clock_inputs [all_inputs -no_clocks]
set_input_delay [expr $clk_period * $clk_io_pct] -clock clk0 $non_clock_inputs
set_output_delay [expr $clk_period * $clk_io_pct] -clock clk0 [all_outputs]
### flow/run.sh
#!/bin/bash
# OpenROAD 26Q1-2900-gdf79404cd8, Yosys 0.63+post, stock flow scripts
make -C /OpenROAD-flow-scripts/flow DESIGN_CONFIG=/design/flow/config.mk WORK_HOME=/design/flow/orfs finish
==> reports/qor.csv <==
stage;metric;value;unit
placed_design;gp_congestion;1.042;
yosys;yosysUniqueCellTypes;91;
placed_design;hpwl;91800;um
detailed_routing;avgRoutedWirePerCell;21.40;um
worst_setup_path;max_stage_delay;0.71;ns
floorplanning;placement_rows;113;
clock_network;cts.hold.buffers_added;0;
yosys;ff_type;edfxtp_1;
grt;grt_first_pass_wirelength;184400;um
final_timing;finalSetupViolCount;0;
final_timing;fin_worst_skew;0.04050;ns
floorplanning;die_area;97800;sq um
finish;num-fill-cells;9162;
detailed_routing;antenna-diode-count;0;
yosys;ys_seq_elements;355;
final_timing;final-hold-violation-count;0;
detailed_routing;detailroute.via_count;31293;
run;count_of_warning_messages_emitted_by_the_tools;78;
worst_setup_path;cp_max_fo;22;
finish;combGateArea;26560;sq um
detailed_routing;detailroute.wirelength.met2;53510;um
clock_network;htreeDepth;2;
final_timing;slew_headroom;0.3273;
detailed_routing;firstDrtPassIters;9;
yosys;synth.avg_cell_area;9.244;sq um
final_timing;worst_slew_pin_slew;1.005;ns
yosys;synth.cellmix.xorXnorShare;0.03486;
final_timing;finalWorstPathRequiredPeriod;11.59;ns
clock_network;clk-insertion-delay-late;0.61;ns
final_timing;unrepaired_setup_endpoints_after_global_routing;no;
floorplanning;floorplan.io_pins;232;
grt;grt_max_degree;71;
yosys;synth_cells;4178;
final_timing;post-route-worst-setup-slack;8.607;ns
yosys;netlist_logic_family_top;adder cells;
floorplanning;fp-utilization;0.4053;
yosys;yosys_warnings;112;
yosys;yosys.area_share.simple;0.1562;
clock_network;clkSlewWorstSetupHoldPaths;0.06;ns
worst_setup_path;cp_cell_sequence;clkdlybuf4s50_1, nand4_1, nor4_1, buf_4, a21o_1, o211ai_1, a22o_1, and2_1, buf_4, o31ai_1, clkdlybuf4s50_1;
finish;layout-drive-gt1-share;0.06489;
detailed_routing;drc;0;
run_status;run_status;finished, final reports clean;
worst_setup_path;crit_required;16.16;ns
worst_setup_path;arrival;7.55;ns
worst_setup_path;crit_path_max_delay_family;buffers and inverters;
yosys;yosysSeqAreaShare;0.2405;
worst_setup_path;worstSetupEndpointType;primary output;
final_timing;fmax;0.08626;GHz
detailed_routing;met1_length;47380;um
detailed_routing;avgViaCountPerCell;5.655;
min_path;hp-class;reg -> reg;
worst_setup_path;startpoint_type;input port;
detailed_routing;ant_nets;0;
detailed_routing;wl_met3;12530;um
worst_setup_path;worstSetupPathType;in -> out;
yosys;compound_area_frac;0.1545;
floorplanning;fp.coreArea;95290;sq um
detailed_routing;dr.max_layer_used;met5;
clock_network;numCtsBuffers;43;
clock_network;cts_setup_buffers;0;
yosys;mappedNetlistArea;38620;sq um
clock_network;postCtsResizedCells;0;
floorplanning;chipWidth;312.7;um
placed_design;pre_cts_ws;8.659;ns
floorplanning;die.size.y;312.7;um
yosys;yosysChipArea;38620;sq um
yosys;yosys.area.top_type_share;0.1928;
detailed_routing;postRouteWirelength;118400;um
final_timing;fin_tns_setup;0;ns
clock_network;cts.sink_count;355;
worst_setup_path;timing.critical_path.buf_inv;4;
clock_network;cts_root_buffer;clkbuf_16;
yosys;synth-cells-yosys;4178;
worst_setup_path;crit_path_top_delay_cell;clkdlybuf4s50_1;
grt;grt_pass1_vias;30955;
grt;grt_overflow;0;
clock_network;clock_tree.buffer_depth;3;
yosys;yosys-mux-area-fraction;0.03969;
yosys;synth_async_sr_flop_share;0;
finish;area_growth_syn_to_layout;9.450;%
clock_network;cts_tree;built;
finish;layout.area.seq;9290;sq um
yosys;ys_sh_adder;0.2884;
grt;grt.total_usage;0.2561;
yosys;synth-edff-count;218;
grt;grt_antenna_before_repair;2;
final_timing;finalCritPeriodShare;0.5739;
final_timing;report.final.slew_viol_count;0;
yosys;synth.area.top_cells;fa_1 19%, edfxtp_1 17%, ha_1 9.6%;
placed_design;port_buffers;79;
yosys;yosysTopAreaCell;fa_1;
run;timing.max_cap.violations;0;
detailed_routing;initialDrtViolationCount;2755;
worst paths after layout:
check,from,endpoint,slack (ns),depth (start not counted)
worst max-delay path,input_sram_read_data[10],input_sram_read_address[5],8.61,11
worst min-delay path,output_sram_write_data[15],output_sram_write_data[15],0.46,2
worst max register to register,counter[0],MAC[0][19],8.89,33
worst min register to register,output_sram_write_data[15],output_sram_write_data[15],0.46,2
metal layers:
layer | up-vias | global-route usage
li1 | 14489 | -
met1 | 15022 | 0.3620
met2 | 1488 | 0.3848
met3 | 290 | 0.08597
met4 | 4 | 0.08215
met5 | - | 0
cell families after synthesis:
family	Yosys count
simple gates	1255
buf+inv	748
fa+ha+maj	667
xor+xnor	152
compound gates	880
flops	355
mux	119
other cells	2
cells in the mapped netlist, types with 9 or more instances:
cell type / count
and3_1: 39
nand4_1: 56
o21bai_1: 14
nand2_1: 316
nor3_1: 64
dfxtp_1: 137
nor3b_1: 15
a21o_1: 32
mux4_2: 26
a22o_1: 32
clkbuf_1: 131
o22ai_1: 18
or3_1: 14
buf_2: 25
o22a_1: 10
inv_1: 443
and2_1: 86
buf_4: 125
nor4_1: 31
mux2i_1: 85
ha_1: 295
a32o_1: 11
o21ai_0: 146
o211ai_1: 19
a31oi_1: 37
o21a_1: 9
o31ai_1: 9
or2_2: 10
a222oi_1: 15
buf_1: 18
nor2b_1: 65
xor2_1: 52
a22oi_1: 115
a21boi_0: 9
a221oi_1: 24
a21oi_1: 240
edfxtp_1: 218
fa_1: 372
nand2b_1: 62
nor2_1: 356
nand3_1: 119
xnor2_1: 98
a211oi_1: 16
final cells by class:
cell class / instances / area share
Sequential cell: 355 / 0.2198
Multi-Input combinational cell: 3193 / 0.6283
Timing Repair Buffer: 194 / 0.03913
Clock buffer: 60 / 0.02939
Inverter: 449 / 0.03987
Clock inverter: 18 / 0.006127
Tap cell: 1265 / 0.03744
worst reg2reg max path, delay by kind of cell (launching register included):
kind | cells | cell delay [ns]
xor gates and xnor gates | 1 | 0.14
and+or+nand+nor | 5 | 1.15
AOI/OAI and AO/OA | 11 | 4.42
adders and majority gates | 10 | 4.02
buffers and inverters | 6 | 1.08
DFF | 1 | 0.34
cell usage in the layout (no fill, tap or decap), types with 32 or more instances in the layout:
master and instances:
a22o_1 32, a22oi_1 115, inv_1 443, xnor2_1 97
nor2_1 356, conb_1 120, buf_4 115, clkdlybuf4s50_1 79
mux2i_1 84, a31oi_1 37, nand3_1 119, and3_1 39
ha_1 294, and2_1 85, nor2b_1 65, a21o_1 32
a21oi_1 237, nand4_1 56, edfxtp_1 218, nor3_1 62
dfxtp_1 136, clkbuf_16 45, nand2_1 315, nand2b_1 62
o21ai_0 143, xor2_1 50, fa_1 372
metrics by stage:
step                utilization  instances  hold slack [ns]  instance area [sq um]
floorplan                     -       4296           0.4174                  39070
global placement         0.4278       5456           0.4489                  40770
detailed placement       0.4278       5456           0.4540                  40770
CTS                      0.4436       5534           0.4672                  42270
global route             0.4436       5534           0.4940                  42270
finish                   0.4436       5534           0.4621                  42270
flip-flops by register name, summed over array words and instances, names as in the netlist:
| signal | cells |
|---|---|
| col | 6 |
| frame_pointer | 12 |
| IN_REG | 128 |
| counter | 4 |
| OUT_REG | 8 |
| OUT_wait | 1 |
| N_1 | 6 |
| dut_busy | 1 |
| output_sram_write_addresss | 12 |
| row | 6 |
| MAC | 80 |
| K_REG | 72 |
| state | 3 |
| output_sram_write_data | 16 |
